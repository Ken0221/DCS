==> design/flow/design.v <==
module LP(
	clk,
	rst_n,
	in_valid,
    in_a1,
	in_a2,
	in_b,
    out_valid,
    out_max_value
);
input clk, rst_n, in_valid;
input signed [5:0] in_a1,in_a2;
input signed [11:0] in_b;
output logic out_valid;
output logic signed [11:0] out_max_value;
logic signed [5:0] xa1[0:1], xa2[0:1];
logic signed [11:0] xb[0:1];
logic signed [5:0] c1, c2;
logic cnt;
logic signed [11:0] bdx_max, bdx_min, bdy_max;
logic signed [11:0] x1, x2;
logic out_ok;
logic mn;
always @(posedge clk, negedge rst_n) begin
    if(!rst_n) begin
        out_max_value <= 0;
        out_valid <= 0;
        cnt <= 0;
        out_ok <= 0;
        mn <= 0;
    end
    else begin
        if(in_valid) begin
            out_ok <= 1;
            out_max_value <= -2047;
            cnt <= 1;
            if(cnt == 0) begin
                c1 <= in_a1;
                c2 <= in_a2;
            end
            else begin
                if(in_a1 == 1 && in_a2 == 0) begin
                    bdx_max <= in_b;
                end
                else if(in_a1 == -1 && in_a2 == 0) begin
                    bdx_min <= -in_b;
                    x1 <= -in_b;
                end
                else if(in_a1 == 0 && in_a2 == 1) begin
                    bdy_max <= in_b;
                end
                else if(in_a1 == 0 && in_a2 == -1) begin
                    x2 <= -in_b;
                end
                else begin
                    xa1[mn] <= in_a1;
                    xa2[mn] <= in_a2;
                    xb[mn] <= in_b;
                    mn <= 1;
                end
            end
        end
        else begin
            if(xa1[0] * x1 + xa2[0] * x2 <= xb[0] && xa1[1] * x1 + xa2[1] * x2 <= xb[1]) begin
                out_max_value <= (c1 * x1 + c2 * x2 < out_max_value)? out_max_value : c1 * x1 + c2 * x2;
            end
            x1 <= (x1 == bdx_max)? bdx_min : (x1 + 1);
            x2 <= (x1 == bdx_max)? (x2 + 1): x2;
            if(x2 == bdy_max && x1 == bdx_max && out_ok && !in_valid) begin
                out_valid <= 1;
            end
            if(out_valid) begin
                out_valid <= 0;
                cnt <= 0;
                out_ok <= 0;
                mn <= 0;
            end
        end
    end
end
endmodule
==> design/flow/run.sh <==
#!/bin/bash
# OpenROAD 26Q1-2900-gdf79404cd8, Yosys 0.63+post, stock flow scripts
make -C /OpenROAD-flow-scripts/flow DESIGN_CONFIG=/design/flow/config.mk WORK_HOME=/design/flow/orfs finish
==> design/flow/config.mk <==
export PLATFORM = sky130hd
export DESIGN_NAME = LP
export DESIGN_NICKNAME = LP
export VERILOG_FILES = /design/flow/design.v
export SDC_FILE = /design/flow/constraint.sdc
export NUM_CORES = 4
export LEC_CHECK = 1
export CORE_UTILIZATION = 30
==> design/flow/constraint.sdc <==
current_design LP

set clk_period 13.3
set clk_io_pct 0.2

create_clock -name clk0 -period $clk_period [get_ports {clk}]

set non_clock_inputs [all_inputs -no_clocks]
set_input_delay [expr $clk_period * $clk_io_pct] -clock clk0 $non_clock_inputs
set_output_delay [expr $clk_period * $clk_io_pct] -clock clk0 [all_outputs]
==> Flow_metrics.wiki <==
== Run summary ==
{| class="wikitable"
! Metric !! Value
|-
| Run status || completed
|-
| Final hold viol count || 0
|-
| Mean routed wirelength per cell || 17.45 um
|-
| Worst skew pair latency || 0.43 ns
|-
| Initial antenna violation count || 0
|-
| Total global-route track usage || 0.1636
|-
| Worst setup path class || reg -> reg
|-
| Hpwl dp || 31.96 mm
|-
| Async set-or-reset flop fraction in the synthesized netlist || 0.1111
|-
| Vias after detailed routing || 10.91k
|-
| Weighted congestion at the end of routability-driven global placement || 0.9243
|-
| Number of buffers added by the clock tree synthesis step || 17
|-
| EDFF count, synth || 120
|-
| Ys flop type || sky130_fd_sc_hd__edfxtp_1
|-
| Area share of the leading cell type in the synthesized netlist || 0.2724
|-
| Via count of the first global-routing pass || 11.88k
|-
| Final setup skew || 0.01525 ns
|-
| Crit path required time || 13.62 ns
|-
| Largest cells by area || sky130_fd_sc_hd__fa_1 (27%), sky130_fd_sc_hd__edfxtp_1 (22%), sky130_fd_sc_hd__ha_1 (12%)
|-
| Number of maximum-capacitance constraint violations || 0
|-
| Iteration-0 DRC Markers || 456
|-
| Clock tree root driver cell || sky130_fd_sc_hd__clkbuf_16
|-
| Utilization after layout || 0.3363
|-
| Effective utilization at floorplan || 0.3032
|-
| DIE WIDTH || 235.2 um
|-
| Share of cells above drive strength 1 || 0.03812
|-
| Number of setup buffers added after CTS || 0
|-
| Seq/Total Area, Yosys || 0.2439
|-
| Maximum number of pins on one net before global-route repair || 60
|-
| Post-CTS resize count || 0
|-
| Clock Sinks || 135
|-
| Biggest fanout along the worst timing path || 15
|-
| CP max stage cell || sky130_fd_sc_hd__a311o_1
|-
| Io pins || 40
|-
| First-pass GRT wire length || 65.73 mm
|-
| GR Overflow Total || 0
|-
| Crit path largest cell delay || 0.79 ns
|-
| Final Hold Slack || 0.5196 ns
|-
| Unique masters post-synth || 50
|-
| Most common library cells after synthesis || sky130_fd_sc_hd__inv_1 (309), sky130_fd_sc_hd__fa_1 (222), sky130_fd_sc_hd__nand2_1 (199), sky130_fd_sc_hd__ha_1 (161), sky130_fd_sc_hd__and2_1 (136)
|-
| Drt first pass iters || 4
|-
| Leak || 0.008078 uW
|-
| Die height || 235.2 um
|-
| Number of setup violations in the final report || 0
|-
| Relative area change from synthesis to final layout || 10.94%
|-
| Count of nets left with antenna violations after detail routing || 0
|-
| Cell with the most instances after synthesis || sky130_fd_sc_hd__inv_1
|-
| Number of warning messages in the logs || 25
|-
| Peak supply drop || 0.0001703 V
|-
| Clock transition at the register clock pins on the worst setup and hold paths after CTS || 0.07 ns
|-
| Accumulated negative setup slack || 0 ns
|-
| Crit path capture type || flip-flop
|-
| Number of buffer cells added on primary ports || 39
|-
| Startpoint Class || flip-flop
|-
| Fmax || 124.5 MHz
|-
| Type of the tightest min-delay check || reg -> reg
|-
| Remaining design rule violation count || 0
|-
| Fraction of the cycle the final worst path needs || 0.6038
|-
| Cells after Synth || 1651
|-
| Post-Synthesis Mean Instance Area || 9.882 um2
|-
| Antenna Diode Count || 0
|-
| Max-Slew Margin vs Limit || 0.3807
|-
| Post-detailed-route via-to-cell ratio || 4.592
|-
| Pwr per Cell Area || 134.0 nW/um2
|-
| Library cell occupying the most area in the post-synthesis netlist || sky130_fd_sc_hd__fa_1
|-
| Area inside the core boundary || 53810 um2
|-
| Netlist Area Pre-Place || 16310 um2
|-
| Setup repair after global routing missed its margin || false
|-
| Deepest level of the CTS H-tree || 4
|-
| Clock Path Buffers || 2
|-
| Post-route minimum period || 8.031 ns
|-
| Chip area || 55320 um2
|-
| Number of cells in Yosys stat || 1651
|-
| Hold buffers post-CTS || 0
|-
| Synth warn || 4
|-
| Overall routed net length || 41.45 mm
|-
| Number of placement rows || 85
|-
| Final Max Slew Viols || 0
|-
| Synthesized registers || 135
|-
| TritonCTS clock tree || built
|-
| Yosys stat area || 16310 um2
|-
| Most used cell along the critical path || sky130_fd_sc_hd__fa_1
|-
| Arrival time of data at the critical path endpoint || 8.35 ns
|-
| Actual slew at the worst max-slew pin || 0.9290 ns
|}
worst paths after layout:
check | cells past startpoint | to | startpoint | slack, ns
worst max-delay path | 25 | out_max_value[11] | xa2[0][0] | 5.27
worst min-delay path | 2 | out_valid | out_valid | 0.52
worst max register to register | 25 | out_max_value[11] | xa2[0][0] | 5.27
worst min register to register | 2 | out_valid | out_valid | 0.52
max in group asynchronous | 2 | out_ok | rst_n | 10.48
min in group asynchronous | 2 | out_max_value[1] | rst_n | 2.58
layout make-up:
type,instances,area (um2)
flip-flops and latches,135,3979
fillers,5378,35720
repair buffers,67,595.6
well taps,696,870.8
clock inverters,15,157.7
inverters,309,1160
clock buffers,17,425.4
multi-input cells,1136,10910
critical path: cells and delay by family (launching register included):
kind                     cells  cell delay (ns)
adder cells (fa/ha/maj)      8             3.60
AND-OR/OR-AND               10             2.82
flip-flops                   1             0.62
AND/OR/NAND/NOR              4             0.60
XOR/XNOR                     1             0.16
buffers and inverters        2             0.11
metrics by stage:
stage / total power, uW / area [um2] / cells / setup slack, ns
4_1_cts: 2451 / 18100 / 2375 / 5.083
3_3_place_gp: 1953 / 17520 / 2343 / 5.104
5_1_grt: 2651 / 18100 / 2375 / 4.714
2_1_floorplan: 1563 / 16310 / 1651 / 6.141
6_report: 2426 / 18100 / 2375 / 5.269
3_5_place_dp: 1962 / 17520 / 2343 / 5.075
metal layers:
layer / track usage / vias to the layer above / wire, um
met3: 0.06609 / 59 / 3797
met5: 0 / - / 0
met1: 0.2045 / 5349 / 16270
met4: 0.04466 / 0 / 1411
met2: 0.2671 / 362 / 19970
li1: - / 5137 / -
power by group:
part | switching [uW] | internal [uW] | total, uW
sequential | 11.7 | 480 | 492
clock | 208 | 265 | 473
combinational | 813 | 648 | 1460
registers in the layout, summed over array words and instances, names as in the netlist:
name and count:
bdx_max 12, out_max_value 12, bdy_max 12, xb 24
out_valid 1, bdx_min 12, x2 12, mn 1
c1 6, out_ok 1, x1 12, c2 6
xa1 12, xa2 12
logic make-up after synthesis:
group,after synthesis,synth area share
XOR/XNOR,141,0.07654
AND-OR/OR-AND,104,0.03835
adder cells (fa/ha/maj),383,0.3959
multiplexers,10,0.006136
AND/OR/NAND/NOR,498,0.1512
flip-flops,135,0.2439
buffers and inverters,380,0.08797
cell usage in the layout (no fill, tap or decap), types with 21 or more instances in the layout:
| cell type | n |
|---|---|
| sky130_fd_sc_hd__inv_1 | 309 |
| sky130_fd_sc_hd__fa_1 | 222 |
| sky130_fd_sc_hd__nand2_1 | 199 |
| sky130_fd_sc_hd__ha_1 | 161 |
| sky130_fd_sc_hd__and2_1 | 136 |
| sky130_fd_sc_hd__edfxtp_1 | 120 |
| sky130_fd_sc_hd__xnor2_1 | 112 |
| sky130_fd_sc_hd__nor2_1 | 52 |
| sky130_fd_sc_hd__clkdlybuf4s50_1 | 38 |
| sky130_fd_sc_hd__o21ai_0 | 34 |
| sky130_fd_sc_hd__a21oi_1 | 32 |
| sky130_fd_sc_hd__nand2b_1 | 29 |
| sky130_fd_sc_hd__xor2_1 | 28 |
| sky130_fd_sc_hd__buf_4 | 28 |
| sky130_fd_sc_hd__nor2b_1 | 21 |
No activity file was given, so power comes from the tool's default toggle rates.
