<file path="./constraint.sdc">
current_design PIPE

set clk_period 5.6
set clk_io_pct 0.2

create_clock -name clk0 -period $clk_period [get_ports {clk}]

set non_clock_inputs [all_inputs -no_clocks]
set_input_delay [expr $clk_period * $clk_io_pct] -clock clk0 $non_clock_inputs
set_output_delay [expr $clk_period * $clk_io_pct] -clock clk0 [all_outputs]
</file>
<file path="./run.sh">
#!/bin/bash
# OpenROAD 26Q1-2900-gdf79404cd8, Yosys 0.63+post, stock flow scripts
make -C /OpenROAD-flow-scripts/flow DESIGN_CONFIG=/design/flow/config.mk WORK_HOME=/design/flow/orfs finish
</file>
<file path="./config.mk">
export PLATFORM = sky130hd
export DESIGN_NAME = PIPE
export DESIGN_NICKNAME = PIPE
export VERILOG_FILES = /design/flow/design.v
export SDC_FILE = /design/flow/constraint.sdc
export NUM_CORES = 4
export LEC_CHECK = 1
export CORE_UTILIZATION = 40
</file>
<file path="./design.v">
module PIPE(
  clk,
  rst_n,
  in_valid,
  in_1,
  in_2,
  in_3,
  in_4,
  mode,
  out_valid,
  out_value
);
input  logic clk,rst_n,in_valid;
input  logic [5:0]in_1,in_2,in_3,in_4;
input  logic [1:0] mode;
output logic out_valid;
output logic [26:0]out_value;
logic [11:0] m12, m34;
logic [6:0] p34;
logic [11:0] m12_t1, m34_t1, p34_t1;
logic [11:0] m12_t2, m34_t2, p34_t2;
always @(posedge clk) begin
  m12_t1 <= m12;
  m34_t1 <= m34;
  p34_t1 <= p34;
  m12_t2 <= m12_t1;
  m34_t2 <= m34_t1;
  p34_t2 <= p34_t1;
end
logic [2:0] l1, s1, l2, s2;
logic [2:0] l3, s3, l4, s4;
logic [11:0] p12_4, p12_3, p12_2, p12_1;
logic [11:0] p34_1, p34_2, p34_3, p34_4;
logic [5:0] ll1, ss1, ll2, ss2;
logic [23:0] p4, p3, p2, p1;
logic [23:0] m1234;
logic [1:0] mode_1, mode_2, mode_3, mode_4;
logic in_valid_1, in_valid_2, in_valid_3, in_valid_4;
logic [5:0] in_3_1, in_3_2;
logic [5:0] in_4_1, in_4_2;
assign out_valid = (rst_n && in_valid_4)? 1: 0;
always @(posedge clk) begin
  in_valid_1 <= in_valid;
  in_valid_2 <= in_valid_1;
  in_valid_3 <= in_valid_2;
  in_valid_4 <= in_valid_3;
  mode_1 <= mode;
  mode_2 <= mode_1;
  mode_3 <= mode_2;
  mode_4 <= mode_3;
  in_3_1 <= in_3;
  in_3_2 <= in_3_1;
  in_4_1 <= in_4;
  in_4_2 <= in_4_1;
end
assign p34 = in_3_2 + in_4_2;
assign  l1 = in_1[5:3];
assign  l2 = in_2[5:3];
assign  l3 = in_3[5:3];
assign  l4 = in_4[5:3];
assign  s1 = in_1[2:0];
assign  s2 = in_2[2:0];
assign  s3 = in_3[2:0];
assign  s4 = in_4[2:0];
assign ll1 = m12[11:6];
assign ss1 = m12[5:0];
assign ll2 = m34[11:6];
assign ss2 = m34[5:0];
always @(posedge clk) begin
      p12_4 <= l1 * l2;
      p12_3 <= l1 * s2;
      p12_2 <= s1 * l2;
      p12_1 <= s1 * s2;
      p34_4 <= l3 * l4;
      p34_3 <= l3 * s4;
      p34_2 <= s3 * l4;
      p34_1 <= s3 * s4;
      p4 <= ll1 * ll2;
      p3 <= ll1 * ss2;
      p2 <= ss1 * ll2;
      p1 <= ss1 * ss2;
end
always @(*) begin
  if(!rst_n)begin
    out_value = 0;
  end
  else begin
    case(mode_4)
      0: out_value = m12_t2;
      1: out_value = p34_t2;
      2: out_value = m1234;
      default: out_value = 0;
    endcase
    if(out_valid == 0) begin
      out_value = 0;
    end
  end
end
always @(posedge clk, negedge rst_n) begin
  if(!rst_n) begin
  end
  else begin
    if(in_valid) begin
    end
    m12 <= (p12_4 << 6) + (p12_3 << 3) + (p12_2 << 3) + p12_1;
    m34 <= (p34_4 << 6) + (p34_3 << 3) + (p34_2 << 3) + p34_1;
    m1234 <= (p4 << 12) + (p3 << 6) + (p2 << 6) + p1;
  end
end
endmodule
</file>
==> results.json <==
{
  "cts_resized": 0,
  "antenna_cells": 0,
  "hpwlAfterDp_mm": 16.81,
  "final_cell_mix": "173 x inv_1, 170 x dfxtp_1, 154 x and2_1",
  "p_int_mw": 5.237,
  "tightest_slew_ns": 0.6597,
  "cap_violations": 0,
  "leakagePower_nw": 7.029,
  "cts.path.max_buffers": 3,
  "yosys-stat-cells": 1231,
  "cts_tree": "built",
  "ctsHoldBuffers": 0,
  "synth_area_per_cell_um2": 10.60,
  "timing.setup.tns_ns": 0,
  "syn_to_final_growth_pct": 13.34,
  "clk_root_buffer_cell": "clkbuf_16",
  "cts_sinks": 218,
  "vias_per_cell": 4.592,
  "ir_drop_uv": 251.7,
  "drt_iter0_markers": 239,
  "place_area_um2": 14000,
  "synthArstFlopShare_pct": 0,
  "cts_buffers": 24,
  "critical_path_class": "in2out",
  "hold_ws_ns": 0.3245,
  "power.switching_mw": 3.315,
  "die_x_um": 182.6,
  "rsz0062_at_grt": "false",
  "max_freq_mhz": 236.5,
  "antenna_found_initial": 0,
  "cts_max_level": 1,
  "power.density_nw_per_um2": 578.2,
  "maxSlewViolCount": 0,
  "final_area_um2": 14790,
  "grt_pass1_vias": 7702,
  "synth_area_um2": 13050,
  "cts.clk_slew.worst_paths_ns": 0.06,
  "place_congestion": 0.8207,
  "dpl_worst_slack_ns": 1.265,
  "wl_mm": 21.73,
  "grt_pass1_wl_mm": 37.16,
  "fin_ws_ns": 1.372,
  "power_frac_comb_pct": 52.5,
  "fill_cells": 2898,
  "power.total_mw": 8.552,
  "hp-class": "reg2reg",
  "post-route-drc-count": 0,
  "setup_violations": 0,
  "swShare_pct": 38.76,
  "ys_types": 53,
  "io_buffers": 53,
  "critPathCaptureType": "output pin",
  "dp.cells": 1688,
  "core.rowCount": 65,
  "yosys_area_um2": 13050,
  "skew_ns": 0.007309,
  "p_seq_share_pct": 29.5,
  "core_area_um2": 31800,
  "worstPathArrival_ns": 3.11,
  "postSynthSeqShare_pct": 37.12,
  "fp_util_pct": 41.04,
  "min_period_over_period_pct": 75.50,
  "ys.flop_type": "dfxtp_1",
  "grt_max_degree": 49,
  "ant_nets": 0,
  "die_h_um": 182.6,
  "crit_required_ns": 4.48,
  "fin_crit_ns": 4.228,
  "status": "completed",
  "vias": 7953,
  "syn_inst": 1231,
  "final_layout_size_suffix_gt1_share_pct": 3.624,
  "crit_fanout": 12,
  "cts_setup_buffers": 0,
  "wire_per_inst_um": 12.54,
  "fin_util_pct": 46.52,
  "ys_seq_elements": 218,
  "ioPinCount": 57,
  "power.share.clock_pct": 18.1,
  "layout_top_cell": "inv_1",
  "startpoint_type": "input port",
  "fin_cells": 1732,
  "hold_viol_final": 0,
  "slew_headroom_pct": 56.02,
  "first_pass_iters": 4,
  "yosys_warnings": 1,
  "clock_latency_ns": 0.52,
  "warnings": 25,
  "grt-ovfl-total": 0,
  "synth-edff-count": 48,
  "die_area_um2": 33350,
  "grt.total_usage_pct": 14.32
}
synth_stat cells, types with 28 or more instances:
cell / instances / area share [%]
a21oi_1: 28 / 1.1
a21o_1: 30 / 1.7
clkbuf_1: 30 / 0.86
inv_1: 173 / 5.0
ha_1: 150 / 14
nand2_1: 88 / 2.5
fa_1: 112 / 17
edfxtp_1: 48 / 11
xnor2_1: 52 / 3.5
nor2_1: 58 / 1.7
dfxtp_1: 170 / 26
and2_1: 154 / 7.4
power groups by stage:
stage / clock network [mW] / registers (mW) / logic, mW
after CTS: 1.59 / 2.54 / 4.57
after global routing: 1.67 / 2.58 / 5.25
final: 1.55 / 2.52 / 4.49
cells by family after synthesis:
group	Yosys count	share of synthesized area (%)
muxes	12	0.9204
buffers and inverters	208	6.088
adders and majority gates	262	31.56
other	1	0.02873
and+or+nand+nor	347	13.88
xor gates and xnor gates	58	3.892
DFF	218	37.12
AOI/OAI and AO/OA	125	6.509
routing by layer:
| layer | share of wire [%] | vias to the layer above | global-route usage (%) |
|---|---|---|---|
| li1 | - | 4056 | - |
| met1 | 49 | 3774 | 23.11 |
| met2 | 45 | 101 | 21.71 |
| met3 | 3.7 | 22 | 2.380 |
| met4 | 1.5 | 0 | 2.017 |
| met5 | 0 | - | 0 |
layout make-up:
type	instances	area (µm²)	area share, %
inverters	173	649.4	4.390
clock buffers	33	674.4	4.559
flip-flops and latches	218	4845	32.75
clock inverters	11	118.9	0.8036
well taps	435	544.3	3.680
repair buffers	55	540.5	3.654
multi-input cells	807	7420	50.16
state kept, by name (all words and copies together), names as in the netlist, 7 cells and up:
name / count
m34: 12
p1: 12
m1234: 24
m12_t2: 12
p34_t2: 7
p2: 12
p3: 12
m12_t1: 12
p4: 12
m12: 12
p34_t1: 7
worst max-delay path, cell delays in order:
cell,delay (ns)
buf_2,0.15
nand2_1,0.28
or2_2,0.44
nor2_1,0.44
and2_1,0.21
clkdlybuf4s50_1,0.46
path summary, 6_finish.rpt:
kind / cells past startpoint / endpoint / start / slack [ns]
worst min-delay path: 0 / in_3_2[1] / in_3_1[1] / 0.32
worst min register to register: 0 / in_3_2[1] / in_3_1[1] / 0.32
worst max register to register: 12 / p3[11] / m12[9] / 1.70
worst max-delay path: 6 / out_value[18] / rst_n / 1.37
Power is estimated from default activity; no workload was simulated.
