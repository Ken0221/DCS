--- flow/config.mk ---
export PLATFORM = sky130hd
export DESIGN_NAME = DCSformer
export DESIGN_NICKNAME = DCSformer
export VERILOG_FILES = /design/flow/design.v
export SDC_FILE = /design/flow/constraint.sdc
export NUM_CORES = 4
export LEC_CHECK = 1
export CORE_UTILIZATION = 30
--- flow/constraint.sdc ---
current_design DCSformer

set clk_period 62.2
set clk_io_pct 0.2

create_clock -name clk0 -period $clk_period [get_ports {clk}]

set non_clock_inputs [all_inputs -no_clocks]
set_input_delay [expr $clk_period * $clk_io_pct] -clock clk0 $non_clock_inputs
set_output_delay [expr $clk_period * $clk_io_pct] -clock clk0 [all_outputs]
--- flow/design.v ---
module DCSformer(
	clk,
	rst_n,
	i_valid,
	w_valid,
	i_data,
	w_data,
	w_ready,
	o_valid,
	o_data
);
input               clk, rst_n, i_valid, w_valid;
input         [7:0] i_data, w_data;
output logic        w_ready, o_valid;
output logic [31:0] o_data;
logic [7:0] data[0:127];
logic [19:0] h[0:7][0:7];
logic [22:0] avg[0:7];
logic [31:0] out[0:7];
logic wr_ok, o_ok, o_down;
logic [3:0] cntx, cntx_2;
logic [2:0] cnty;
logic [2:0] cntw;
logic [2:0] cnto, cnto_2;
integer i, j;
logic w_valid_2, w_valid_3, i_valid_2, i_valid_3, i_valid_4, i_valid_5;
logic [7:0] w_data_2;
logic [15:0] p[1:4][0:7], d[1:4];
logic [27:0] hp[1:10][0:7];
always @(posedge clk) begin  
	w_valid_2 <= w_valid;
	w_valid_3 <= w_valid_2;
	if(w_ready) begin
		for(i = 0; i < 8; i++) begin
			out[i] <= 0;
		end
	end
	w_data_2 <= w_data;
	for(i = 0; i < 8; i++) begin
		hp[1][i] <= (h[0][i] < avg[i])? 0: h[0][i][19:16] * w_data_2[7:4];
		hp[2][i] <= (h[0][i] < avg[i])? 0: h[0][i][19:16] * w_data_2[3:0];
		hp[3][i] <= (h[0][i] < avg[i])? 0: h[0][i][15:12] * w_data_2[7:4];
		hp[4][i] <= (h[0][i] < avg[i])? 0: h[0][i][15:12] * w_data_2[3:0];
		hp[5][i] <= (h[0][i] < avg[i])? 0: h[0][i][11:8] * w_data_2[7:4];
		hp[6][i] <= (h[0][i] < avg[i])? 0: h[0][i][11:8] * w_data_2[3:0];
		hp[7][i] <= (h[0][i] < avg[i])? 0: h[0][i][7:4] * w_data_2[7:4];
		hp[8][i] <= (h[0][i] < avg[i])? 0: h[0][i][7:4] * w_data_2[3:0];
		hp[9][i] <= (h[0][i] < avg[i])? 0: h[0][i][3:0] * w_data_2[7:4];
		hp[10][i] <= (h[0][i] < avg[i])? 0: h[0][i][3:0] * w_data_2[3:0];
	end
	if(w_valid_3) begin
		for(i = 0; i < 8; i++) begin
			out[i] <= out[(i + 1) % 8] + (hp[1][(i + 1) % 8] << 20) + (hp[2][(i + 1) % 8] << 16) + (hp[3][(i + 1) % 8] << 16) + (hp[4][(i + 1) % 8] << 12) + (hp[5][(i + 1) % 8] << 12) + (hp[6][(i + 1) % 8] << 8) + (hp[7][(i + 1) % 8] << 8) + (hp[8][(i + 1) % 8] << 4) + (hp[9][(i + 1) % 8] << 4) + hp[10][(i + 1) % 8];
		end
	end
end
always @(posedge clk, negedge rst_n) begin
	if(!rst_n) begin
		for(i = 0; i < 8; i++) begin
			for(j = i; j < 8; j++) begin
				h[i][j] <= 0;
			end
		end
		cntx_2 <= 0;
		i_valid_2 <= 0;
		i_valid_3 <= 0;
		for(i = 0; i < 8; i++) begin
			avg[i] <= 0;
		end
	end
	else begin
		i_valid_2 <= i_valid;
		i_valid_3 <= i_valid_2;
		i_valid_4 <= i_valid_3;
		i_valid_5 <= i_valid_4;
		cntx_2 <= cntx;
		if(i_valid_2) begin
			if(cntx) begin
				for(i = 0; i < 8; i++) begin
					p[1][i] <= data[16 * i][7:4] * data[0][7:4];
					p[2][i] <= data[16 * i][7:4] * data[0][3:0];
					p[3][i] <= data[16 * i][3:0] * data[0][7:4];
					p[4][i] <= data[16 * i][3:0] * data[0][3:0];
				end
			end
		end
		if(i_valid_3) begin  
			if(cntx_2 == 0) begin
				h[7][7] <= (data[1][7:4] * data[1][7:4] << 8) + (data[1][7:4] * data[1][3:0] << 5) + (data[1][3:0] * data[1][3:0]);
				for(i = 0; i < 7; i++) begin
					h[i][7] <= (data[16*(7-i) + 1][7:4] * data[1][7:4] << 8) + (data[16*(7-i) + 1][7:4] * data[1][3:0] << 4) + (data[16*(7-i) + 1][3:0] * data[1][7:4] << 4) + (data[16*(7-i) + 1][3:0] * data[1][3:0]);
				end
				for(j = 0; j < 7; j++) begin
					for(i = 6; i >= 0 && i - j >= 0; i--) begin
						h[i - j][i] <= h[i - j + 1][i + 1];
					end
				end
			end
			else begin
				h[7][7] <= h[7][7] + (data[1][7:4] * data[1][7:4] << 8) + (data[1][7:4] * data[1][3:0] << 5) + (data[1][3:0] * data[1][3:0]);
				for(j = 1; j < 8; j++) begin
					h[7 - j][7] <= h[7 - j][7] + (p[1][j] << 8) + (p[2][j] << 4) + (p[3][j] << 4) + p[4][j];
				end
			end
		end
		avg[7] <= (i_valid_4 && cntx_2 == 0)? avg[0] + (h[0][7] + h[1][7] + h[2][7] + h[3][7] + h[4][7] + h[5][7] + h[6][7] + h[7][7])
				: (!i_valid_4 && i_valid_5)? (avg[7] >> 3): avg[7];
		avg[6] <= (i_valid_4 && cntx_2 == 0)? avg[7] + h[6][7]: (!i_valid_4 && i_valid_5)? (avg[6] >> 3): avg[6];
		avg[5] <= (i_valid_4 && cntx_2 == 0)? avg[6] + h[5][7]: (!i_valid_4 && i_valid_5)? (avg[5] >> 3): avg[5];
		avg[4] <= (i_valid_4 && cntx_2 == 0)? avg[5] + h[4][7]: (!i_valid_4 && i_valid_5)? (avg[4] >> 3): avg[4];
		avg[3] <= (i_valid_4 && cntx_2 == 0)? avg[4] + h[3][7]: (!i_valid_4 && i_valid_5)? (avg[3] >> 3): avg[3];
		avg[2] <= (i_valid_4 && cntx_2 == 0)? avg[3] + h[2][7]: (!i_valid_4 && i_valid_5)? (avg[2] >> 3): avg[2];
		avg[1] <= (i_valid_4 && cntx_2 == 0)? avg[2] + h[1][7]: (!i_valid_4 && i_valid_5)? (avg[1] >> 3): avg[1];
		avg[0] <= (i_valid_4 && cntx_2 == 0)? avg[1] + h[0][7]: (!i_valid_4 && i_valid_5)? (avg[0] >> 3): avg[0];
		if(o_down) begin
			for(i = 0; i < 8; i++) begin
				for(j = i; j < 8; j++) begin
					h[i][j] <= 0;
				end
			end
			for(i = 0; i < 8; i++) begin
				avg[i] <= 0;
			end
		end
		if(w_valid_2) begin
			for(i = 1; i < 8; i++) begin
				for(j = i; j < 8; j++) begin
					h[i - 1][j - 1] <= h[i][j];
				end
			end
			h[7][7] <= h[0][0];
			avg[7] <= avg[0];
			for(i = 0; i < 7; i++) begin
				h[i][7] <= h[0][i + 1];
				avg[i] <= avg[i + 1];
			end
		end
	end
end
always @(*) begin
	if(!rst_n) begin
		o_data = 0;
	end
	else begin
		if(o_valid)
			o_data = out[cnto_2];
		else
			o_data = 0;
	end	
end
always @(posedge clk, negedge rst_n) begin
	if(!rst_n) begin
		o_valid <= 0;
		w_ready <= 0;
		cntx <= 0;
		wr_ok <= 0;
		o_ok <= 0;
		o_down <= 0;
		cnto <= 0;
		cntw <= 0;
		cnty <= 0;
		for(i = 0; i < 128; i++) begin
			data[i] <= 0;
		end
	end
	else begin
		if(i_valid_2) begin
			cntx <= cntx + 1;
			for(i = 1; i < 128; i++) begin
				data[i] <= data[i - 1];
			end
		end
		if(i_valid) begin
			cnty <= (cntx == 15)? cnty + 1: cnty;
			data[0] <= i_data;
			cntw <= 0;
			cnto <= 0;
			wr_ok <= 1;
		end
		else if(wr_ok) begin
			w_ready <= 1;
			wr_ok <= 0;
		end
		else begin
			w_ready <= 0;
		end
		if(w_valid_2 == 1) begin
			cntw <= cntw + 1;
		end
		if(cntw == 7) begin
			o_ok <= 1;
		end
		if(o_ok) begin
			cnto <= cnto + 1;
			o_valid <= 1;
		end
		cnto_2 <= cnto;
		if(cnto == 7) begin
			o_down <= 1;
		end
		if(o_down) begin
			o_valid <= 0;
			cnto <= 0;
			cntw <= 0;
			o_ok <= 0;
			o_down <= 0;
			for(i = 0; i < 128; i++) begin
				data[i] <= 0;
			end
		end
	end
end
endmodule
--- flow/run.sh ---
#!/bin/bash
# OpenROAD 26Q1-2900-gdf79404cd8, Yosys 0.63+post, stock flow scripts
make -C /OpenROAD-flow-scripts/flow DESIGN_CONFIG=/design/flow/config.mk WORK_HOME=/design/flow/orfs finish
==> GITHUB_STEP_SUMMARY <==
### Yosys + OpenROAD results

| Metric | Value |
|---|---|
| Result of the run | `complete, no violations` |
| Final instance count without filler cells | `between 30k and 40k` |
| Worst-path cell with the longest stage delay | `clkdlybuf4s50_1` |
| Sequential standard cell area | `around 74000 µm²` |
| Cell area after placement | `236000 µm²` |
| Detailed-route vias per instance | `~5.0` |
| Residual DRC count | `0` |
| PortBufs | `53` |
| Setup-violating endpoint count in the final report | `0` |
| Most numerous cell types in the synthesized netlist | `ha_1, nand2_1, dfrtp_1` |
| Max Transition Viols Final | `0` |
| Sequential element share of the synthesized area | `between 30% and 40%` |
| Setup TNS Final | `0 ps` |
| Standard cell core area | `roughly 740000 µm²` |
| Global-route total usage across every layer | `20.5%` |
| Leading cell type by number of instances after synthesis | `ha_1` |
| Via count of the first global-routing pass | `between 150k and 200k` |
| Violation tally from detailed-route iteration zero | `~11k` |
| Final cycle utilization of the critical path | `43.7%` |
| Share of Yosys cell area claimed by the top area cell type | `~21%` |
| Setup Fix Bufs, Post-CTS | `0` |
| Post-synthesis instance area | `approximately 220000 µm²` |
| Via Count | `about 160k` |
| Adder and majority gate portion of the synthesized area | `between 20 and 30%` |
| HPWL Detailed | `571 mm` |
| Max-capacitance violation count | `0` |
| Max Clock Freq | `about 37 MHz` |
| Number of cells upsized or downsized after cts | `0` |
| Setup CP Type | `in -> out` |
| Logic cell area | `between 100000 and 150000 µm²` |
| Placed instance count | `32.3k` |
| Multiplexer share of the synthesized area | `under 10%` |
| Transition time at the pin with the least slew margin | `about 1400 ps` |
| XOR-XNOR Cells, Area Fraction | `about 3.5%` |
| Final hold viol count | `0` |
| First-pass iteration count of the detailed router | `7` |
| DIE WIDTH | `865 µm` |
| Slowest stage delay, CP | `a little over 500 ps` |
| Vertical extent of the die | `~870 µm` |
| First-pass GRT wire length | `around 1100 mm` |
| Clock latency on the worst-skew pair | `roughly 1100 ps` |
| Chip area in the Yosys report | `224000 µm²` |
| Area growth syn-to-layout | `10.6%` |
| Headroom to the max-slew limit | `under 10%` |
| Buffer depth of the longest clock path | `4` |
| Average routed wire per standard cell | `roughly 23 µm` |
| Dominant cell type by area after synthesis | `dfrtp_1` |
| Simple-gate portion of the synthesized area | `about 15%` |
| Ys cells | `between 20k and 25k` |
| Crit path time final | `approximately 27000 ps` |
| Fillers | `roughly 74k` |
| Max FO, Critical Path | `around 84` |
| Synth Flop Type | `dfrtp_1` |
| Number of I/O pins | `54` |
| Pin count of the biggest net entering global routing | `221` |
| Area of all placed cells without fillers | `between 200000 and 250000 µm²` |
| FP Util | `a little under a third` |
| IR Drop Worst-Case VDD | `slightly above 0.1 mV` |
| Total number of placement rows | `around 320` |
| Share of cells above drive strength 1 | `under 10%` |
| Routability Congestion | `1.02` |
| Total number of H-tree levels | `5` |
| Fraction of registers with async set/reset | `approximately three fifths` |
| Kind of cell adding the most delay to the critical path | `buffers and inverters` |
| Clock sink count | `2971` |
| Main logic family | `adder cells` |
| Required time at the worst-slack endpoint | `49760 ps` |
| Cts bufs inserted | `338` |
| Hold buffer count at cts | `0` |
| Unrepaired setup endpoints after global routing | `no` |
| Clk Tree Root Cell | `clkbuf_16` |
| Signal arrival time at the worst endpoint | `about 15000 ps` |
| Hold crit path type | `reg -> reg` |
| Post-synth area hogs | `dfrtp_1, ha_1, fa_1` |
| Number of antenna violations at the first check in global routing | `roughly 53` |
| WP buf/inv | `3` |
| AND-OR/OR-AND share of the synthesized area | `11.3%` |
| Type of element launching the critical path | `input pin` |
| Total overflow reported by the global router | `0` |
| Number of OpenROAD warnings | `59` |
| Ratio of total power to cell area | `just under 50 nW/µm²` |
| Synthesized area divided by synthesized cell count | `slightly below 10 µm²` |
| Clock transition time at the flip-flop clock pins of the worst setup and hold paths | `~60 ps` |
| Total die size | `about 750000 µm²` |
| Final clock skew | `roughly 100 ps` |
| List of cells traversed by the critical path | `buf_16, and2_1, buf_4, o21ai_0, a21oi_1, clkdlybuf4s50_1` |
| Cell Type Count | `around 87` |
| Clock tree from TritonCTS | `yes` |
| Post-synthesis cell count | `roughly 23k` |
| Number of nets still failing antenna checks after routing | `0` |
| Yosys warns | `7` |
| Count of flip-flops with a built-in enable after synthesis | `~490` |
| Number of register bits inferred by synthesis | `between 2k and 3k` |
| Total detailed-routing wirelength | `approximately 750 mm` |
| Static power due to leakage | `approximately 120 nW` |
| Type of element capturing the critical path | `output pin` |
==> layer usage <==
layer | up-vias | track usage, % | routed length [µm]
li1 | 77910 | - | -
met1 | 80293 | 27.3 | 307000
met5 | - | 0.0445 | 162
met4 | 18 | 7.89 | 36300
met2 | 4844 | 29.8 | 316000
met3 | 1234 | 9.36 | 85600
==> metrics by stage <==
stage	hold WS [ps]	utilization (%)	setup WS [ps]	power (mW)
6_report	430	33.3	35030	12.2
3_3_place_gp	410	31.8	35080	9.97
3_5_place_dp	416	31.8	35090	9.98
4_1_cts	431	33.3	35080	12.2
5_1_grt	447	33.3	34930	13.1
2_1_floorplan	352	-	36770	7.59
==> final timing paths <==
| path | startpoint | endpoint | slack [ps] | depth (start not counted) |
|---|---|---|---|---|
| setup / recovery | rst_n | o_data[2] | 35030 | 6 |
| hold / removal | cntx[3] | cntx_2[3] | 430 | 0 |
| setup reg to reg | h[7][1] | avg[7][22] | 55520 | 19 |
| hold reg to reg | cntx[3] | cntx_2[3] | 430 | 0 |
| max in group asynchronous | rst_n | h[29][8] | 46390 | 7 |
| min in group asynchronous | rst_n | data[4][4] | 11360 | 1 |
==> area by class of cell <==
type,instances,share of cell area [%]
diodes,31,0.0314
multi-input cells,17258,56.2
flip-flops and latches,2971,29.8
clock buffers,472,3.92
clock inverters,151,0.714
inverters,1580,2.40
well taps,9858,4.99
repair buffers,606,1.97
==> cell usage in the layout, fill, tap and decap left out, drive strengths merged, types with 51 or more instances in the layout <==
cell / netlist / routed
buf: 180 / 555
clkdlybuf4s50: 0 / 51
nand4: 68 / 68
and3: 67 / 67
a211oi: 148 / 148
nor3: 401 / 401
a32oi: 87 / 87
clkbuf: 1138 / 472
xnor2: 549 / 549
edfxtp: 485 / 485
nor2b: 91 / 91
nand3: 252 / 252
nor2: 1628 / 1628
a21oi: 1016 / 1016
o21bai: 165 / 165
nand2: 2768 / 2768
nor3b: 182 / 182
dfxtp: 650 / 650
clkinv: 0 / 94
o31ai: 52 / 52
inv: 1580 / 1607
ha: 2891 / 2891
o21ai: 1372 / 1372
dfrtp: 1836 / 1836
a31oi: 69 / 69
o21a: 88 / 88
or3: 76 / 76
a21boi: 59 / 59
mux2i: 992 / 992
and2: 1332 / 1332
fa: 1317 / 1317
nand2b: 83 / 83
xor2: 350 / 350
a21o: 489 / 489
a22oi: 63 / 63
o211ai: 64 / 64
==> kinds of logic (layout without fill, tap and decap cells) <==
family / after synthesis / after routing
mux: 1026 / 1026
compound gates: 4056 / 4056
simple gates: 7069 / 7069
flops: 2971 / 2971
fa+ha+maj: 4208 / 4208
xor+xnor: 899 / 899
other cells: 0 / 31
buf+inv: 2898 / 2809
==> power by group <==
group,leakage (nW),internal (mW),switching (mW)
clock network,5.62,1.19,0.907
registers,34.5,2.44,0.574
logic,84.2,2.68,4.38
total,124,6.30,5.86
==> sequential cells by signal (all words and copies together), names as in the netlist, 4 cells and up <==
name      cells
p           224
h           720
cntx_2        4
data        912
out         256
w_data_2      8
avg         184
cntx          4
hp          640
No activity file was given, so power comes from the tool's default toggle rates.
