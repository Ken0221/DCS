==> design.v <==
module P_MUL(
	in_1,
	in_2,
	in_3,
	in_4,
	in_valid,
	rst_n,
	clk,
    out_valid,
	out
);
input [47:0] in_1, in_2;
input [47:0] in_3, in_4;
input in_valid, rst_n, clk;
output logic out_valid;
output logic [95:0] out;
logic [47:0] max1, max2;
logic [15:0] l1, m1, s1, l2, m2, s2;
logic [95:0] p9, p8, p7, p6, p5, p4, p3, p2, p1;
assign l1 = max1[47:32];
assign m1 = max1[31:16];
assign s1 = max1[15:0];
assign l2 = max2[47:32];
assign m2 = max2[31:16];
assign s2 = max2[15:0];
always @(posedge clk) begin
	p9 <= (l1*l2);
	p8 <= (l1*m2);
	p7 <= (l1*s2);
	p6 <= (m1*l2);
	p5 <= (m1*m2);
	p4 <= (m1*s2);
	p3 <= (s1*l2);
	p2 <= (s1*m2);
	p1 <= (s1*s2);
end
always @(*) begin
	if(!rst_n) begin
		out_valid = 0;
	end
	else begin
		if(out != 0) begin
			out_valid = 1;
		end
		else begin
			out_valid = 0;
		end
	end
end
always @(posedge clk, negedge rst_n) begin
	if(!rst_n) begin
		out <= 0;
	end
	else begin
		if(in_valid) begin
			max1 <= (in_1 > in_2)? in_1: in_2;
			max2 <= (in_3 > in_4)? in_3: in_4;
		end
		else begin
			max1 <= 0;
			max2 <= 0;
		end
		out <= (p9 << 64) + (p8 << 48) + (p7 << 32) + (p6 << 48) + (p5 << 32) + (p4 << 16) + (p3 << 32) + (p2 << 16) + p1;
	end
end
endmodule
==> run.sh <==
#!/bin/bash
# OpenROAD 26Q1-2900-gdf79404cd8, Yosys 0.63+post, stock flow scripts
make -C /OpenROAD-flow-scripts/flow DESIGN_CONFIG=/design/flow/config.mk WORK_HOME=/design/flow/orfs finish
==> config.mk <==
export PLATFORM = sky130hd
export DESIGN_NAME = P_MUL
export DESIGN_NICKNAME = P_MUL
export VERILOG_FILES = /design/flow/design.v
export SDC_FILE = /design/flow/constraint.sdc
export NUM_CORES = 4
export LEC_CHECK = 1
export CORE_UTILIZATION = 30
==> constraint.sdc <==
current_design P_MUL

set clk_period 14.2
set clk_io_pct 0.2

create_clock -name clk0 -period $clk_period [get_ports {clk}]

set non_clock_inputs [all_inputs -no_clocks]
set_input_delay [expr $clk_period * $clk_io_pct] -clock clk0 $non_clock_inputs
set_output_delay [expr $clk_period * $clk_io_pct] -clock clk0 [all_outputs]
==> changes_impl.md <==
### Physical design

* Status: completed
* Cell with the biggest individual delay on the critical path: sky130_fd_sc_hd__edfxtp_1
* Avg Cell Area, Syn at 9.27 sq um
* Clock Path Buffers at 3
* Most used logic cell in the final layout: sky130_fd_sc_hd__inv_1
* Fin util at 0.332
* Count of unique library cells instantiated by Yosys at 68
* Antenna violations before repair at 23
* Hold buffer count at CTS at 0
* Number of instances in the synthesized netlist at 10,600
* Congestion Overflow GR at 0
* Min-delay src: p1[9]
* Largest fanout on the critical path at 37
* Aggregate global-route resource usage at 0.183
* Die span in y at 573 um
* Crit path top cell by count: sky130_fd_sc_hd__fa_1
* Library cell with the largest summed area after synthesis: sky130_fd_sc_hd__fa_1
* Die span in x at 573 um
* Worst path arrival time at 8.21 ns
* Worst setup EP type: flip-flop
* Routed vias at 69,500
* Class of the tightest hold or removal check: flip-flop to flip-flop
* Maximum clock skew at final layout at 0.0581 ns
* Number of buffers created by CTS at 66
* Dominant register cell: sky130_fd_sc_hd__dfxtp_1
* Warning count from the yosys run at 1
* Final setup violation count at 0
* Via count of the first global-routing pass at 75,700
* Maximum operating frequency at 131 MHz
* Critical path origin: max1[7]
* Post-synthesis instance area at 0.0980 sq mm
* Global placement routability congestion at 0.937
* Detail-routed net length per standard cell at 18.6 um
* Max incr delay on CP at 0.72 ns
* Core Util at FP at 0.302
* Most frequent logic cells in the routed design: 2,168 x sky130_fd_sc_hd__inv_1, 1,875 x sky130_fd_sc_hd__fa_1, 1,362 x sky130_fd_sc_hd__nand2_1, 1,160 x sky130_fd_sc_hd__ha_1, 1,080 x sky130_fd_sc_hd__and2_1
* HPWL after detailed placement at 221,000 um
* Slew HR at 0.395
* RSZ-0062 raised after global routing: false
* Final design area excluding fillers at 0.108 sq mm
* Post-synthesis async set-or-reset flop share at 0.200
* Drc violations at 0
* Post-synth EDFFs at 96
* Overall die area at 0.329 sq mm
* Area of placed instances at 0.106 sq mm
* Crit path max-delay family: adder cells
* Number of top-level pins at 292
* Core ar. at 0.325 sq mm
* Cells resized by post-CTS repair at 0
* Clock tree root buffer cell: sky130_fd_sc_hd__clkbuf_16
* Pin count of the biggest net entering global routing at 59
* Number of nets with antenna violations after routing at 0
* Area Growth Syn to Fin at 10.1%
* Post-synth area from yosys stat at 0.0980 sq mm
* Clock latency of the later-clocked register in the worst-skew pair at 0.74 ns
* H-tree lvl count at 3
* Average via count per standard cell at 4.65
* Top post-synthesis cells by area: sky130_fd_sc_hd__fa_1 38%, sky130_fd_sc_hd__ha_1 15%, sky130_fd_sc_hd__inv_1 8.3%
* Worst hold-check slack at 0.326 ns
* Final-report hold violation count at 0
* # rows at 209
* Fin crit period at 7.63 ns
* Cell chain of the critical path: buf_4 -> and2_1 -> fa_1 -> inv_1 -> fa_1 -> fa_1 -> fa_1 -> inv_1 -> fa_1 -> inv_1 -> fa_1 -> inv_1 -> ha_1 -> a21o_1 -> a21oi_1 -> o21a_1 -> a31oi_1 -> o41ai_1 -> nor3b_1 -> nor4_1 -> o311ai_0 -> o22ai_1 -> o21ai_0 -> xor2_1
* Clock tree from TritonCTS: built
* Post-CTS Setup Bufs at 0
* Share of the clock period used by the worst path at 0.537
* Number of cells in the yosys synthesis report at 10,600
* Nature of the critical path startpoint: flip-flop
* Max-cap violation count at 0
* Combined buffer and inverter count along the critical path at 5
* Share of synthesized area occupied by flip-flops and latches at 0.113
* Wirelength, routed at 278,000 um
* Origin of the critical flop-to-flop path: max1[7]
* Share of final-layout standard cells stronger than drive strength 1 at 0.0304
* Tool warnings at 26
* Total iterations of the first detailed-routing run at 27
* WP data required at 14.79 ns
* Clock slew at reported path FFs at 0.05 ns
* Critical path type: flip-flop to flip-flop
* Filler cell count in the final layout at 33,300
* Post-Route Setup TNS at 0 ns
* Yosys reg bits at 480
* CTS sink cnt at 480
* Slew Limit Fails at 0
* Worst Tran Pin Value at 0.907 ns
* Count of routing violations after the opening detailed-route iteration at 2,768
* Fraction of synthesized cell area taken by the top area cell type at 0.383
* First-pass GRT wire length at 443,000 um
* Port bufs at 291
[through the flow]
step,cells,worst slack (ns)
after floorplan,10600,7.43
after global placement,14800,5.64
after detailed placement,14800,6.02
after CTS,14900,6.57
after global routing,15000,6.08
final,15000,6.57
[flip-flops by register name (all words and copies together) (netlist names)]
signal and count:
p2 32, p9 32, p4 32, p1 32, p8 32, p7 32
p6 32, max2 48, p3 32, p5 32, out 96, max1 48
[worst paths after layout]
check,to,slack [ns],cells past startpoint
max,p1[30],6.57,24
min,out[9],0.33,0
max reg2reg,p1[30],6.57,24
min reg2reg,out[9],0.33,0
max in group asynchronous,out[82],9.96,4
min in group asynchronous,out[2],2.08,1
[synth_stat cells, types with 30 or more instances]
| cell type | instances |
|---|---|
| sky130_fd_sc_hd__nand2b_1 | 32 |
| sky130_fd_sc_hd__a31oi_1 | 34 |
| sky130_fd_sc_hd__nand3_1 | 64 |
| sky130_fd_sc_hd__nand2_1 | 1362 |
| sky130_fd_sc_hd__a21oi_1 | 280 |
| sky130_fd_sc_hd__nor2b_1 | 122 |
| sky130_fd_sc_hd__o21bai_1 | 55 |
| sky130_fd_sc_hd__nor3_1 | 38 |
| sky130_fd_sc_hd__o21ai_0 | 128 |
| sky130_fd_sc_hd__nor4_1 | 30 |
| sky130_fd_sc_hd__inv_1 | 2168 |
| sky130_fd_sc_hd__fa_1 | 1875 |
| sky130_fd_sc_hd__nor2_1 | 176 |
| sky130_fd_sc_hd__and2_1 | 1080 |
| sky130_fd_sc_hd__ha_1 | 1160 |
| sky130_fd_sc_hd__clkbuf_1 | 520 |
| sky130_fd_sc_hd__mux2i_1 | 97 |
| sky130_fd_sc_hd__nand4_1 | 61 |
| sky130_fd_sc_hd__dfrtp_1 | 96 |
| sky130_fd_sc_hd__xor2_1 | 104 |
| sky130_fd_sc_hd__a21o_1 | 217 |
| sky130_fd_sc_hd__dfxtp_1 | 288 |
| sky130_fd_sc_hd__edfxtp_1 | 96 |
| sky130_fd_sc_hd__o21a_1 | 32 |
| sky130_fd_sc_hd__xnor2_1 | 221 |
[worst register-to-register path, stage by stage (launching register included)]
cell and delay [ns]:
sky130_fd_sc_hd__edfxtp_1 0.72, sky130_fd_sc_hd__buf_4 0.61, sky130_fd_sc_hd__and2_1 0.26, sky130_fd_sc_hd__fa_1 0.39, sky130_fd_sc_hd__inv_1 0.07, sky130_fd_sc_hd__fa_1 0.43, sky130_fd_sc_hd__fa_1 0.49, sky130_fd_sc_hd__fa_1 0.55
sky130_fd_sc_hd__inv_1 0.05, sky130_fd_sc_hd__fa_1 0.47, sky130_fd_sc_hd__inv_1 0.05, sky130_fd_sc_hd__fa_1 0.47, sky130_fd_sc_hd__inv_1 0.04, sky130_fd_sc_hd__ha_1 0.34, sky130_fd_sc_hd__a21o_1 0.20, sky130_fd_sc_hd__a21oi_1 0.18
sky130_fd_sc_hd__o21a_1 0.14, sky130_fd_sc_hd__a31oi_1 0.05, sky130_fd_sc_hd__o41ai_1 0.70, sky130_fd_sc_hd__nor3b_1 0.17, sky130_fd_sc_hd__nor4_1 0.37, sky130_fd_sc_hd__o311ai_0 0.24, sky130_fd_sc_hd__o22ai_1 0.24, sky130_fd_sc_hd__o21ai_0 0.13
sky130_fd_sc_hd__xor2_1 0.15
[final cells by class]
type / count / area, sq um / area share
clock inverter: 40 / 398 / 0.00369
clock buffer: 80 / 1760 / 0.0163
timing repair buffer: 467 / 4250 / 0.0394
antenna: 8 / 20.0 / 0.000186
sequential: 480 / 11100 / 0.102
inverter: 2168 / 8140 / 0.0755
tap: 4325 / 5410 / 0.0502
multi-input combinational: 7388 / 76800 / 0.712
[routing by layer]
metal,routed length (um),up-vias,track usage
li1,-,32100,-
met1,114000,34700,0.241
met2,127000,2333,0.289
met3,28700,373,0.0750
met4,8150,12,0.0411
met5,136,-,0.00174
[kinds of logic after synthesis]
group           after synthesis  share of synthesized area
mux                          97                    0.00991
xor+xnor                    325                     0.0291
buf+inv                    2702                      0.104
flops                       480                      0.113
fa+ha+maj                  3035                      0.531
simple gates               3022                      0.153
compound gates              909                     0.0606
