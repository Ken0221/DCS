<file path="/design/flow/run.sh">
#!/bin/bash
# OpenROAD 26Q1-2900-gdf79404cd8, Yosys 0.63+post, stock flow scripts
make -C /OpenROAD-flow-scripts/flow DESIGN_CONFIG=/design/flow/config.mk WORK_HOME=/design/flow/orfs finish
</file>
<file path="/design/flow/config.mk">
export PLATFORM = sky130hd
export DESIGN_NAME = CT
export DESIGN_NICKNAME = CT
export VERILOG_FILES = /design/flow/design.v
export SDC_FILE = /design/flow/constraint.sdc
export NUM_CORES = 4
export LEC_CHECK = 1
export CORE_UTILIZATION = 50
</file>
<file path="/design/flow/constraint.sdc">
current_design CT

set clk_period 35.4
set clk_io_pct 0.2

create_clock -name clk0 -period $clk_period

set non_clock_inputs [all_inputs -no_clocks]
set_input_delay [expr $clk_period * $clk_io_pct] -clock clk0 $non_clock_inputs
set_output_delay [expr $clk_period * $clk_io_pct] -clock clk0 [all_outputs]
</file>
<file path="/design/flow/design.v">
module CT (
    opcode,
    in_n0,
    in_n1,
    in_n2,
    in_n3,
    in_n4,
    in_n5,
    out_n,
);
    input [3:0] in_n0, in_n1, in_n2, in_n3, in_n4, in_n5;
    input [4:0] opcode;
    output logic [8:0] out_n;
    logic [4:0] value_n0, value_n1, value_n2, value_n3, value_n4, value_n5;
    logic [4:0] n0, n1, n2, n3, n4, n5;
    logic [4:0] avg, t4, t6;
    logic [8:0] t1, t2, t5;
    logic [6:0] t3;
    logic [5:0] t7;
    logic [2:0] sum;
    logic [4:0] l1_0, l1_1, l1_2, l1_3, l1_4, l1_5;
    logic [4:0] l2_0, l2_1, l2_2, l2_3, l2_4, l2_5;
    logic [4:0] l3_0, l3_1, l3_2, l3_3, l3_4, l3_5;
    logic [4:0] l4_0, l4_1, l4_2, l4_3, l4_4, l4_5;
    logic [4:0] l5_0, l5_1, l5_2, l5_3, l5_4, l5_5;
    logic [4:0] l6_0, l6_1, l6_2, l6_3, l6_4, l6_5;
    register_file reg0 (
        in_n0,
        value_n0
    );
    register_file reg1 (
        in_n1,
        value_n1
    );
    register_file reg2 (
        in_n2,
        value_n2
    );
    register_file reg3 (
        in_n3,
        value_n3
    );
    register_file reg4 (
        in_n4,
        value_n4
    );
    register_file reg5 (
        in_n5,
        value_n5
    );
    always @(*) begin
        l1_0 = (opcode[4] && (value_n0 < value_n1)) ? value_n1 : value_n0;
        l1_1 = (opcode[4] && (value_n0 < value_n1)) ? value_n0 : value_n1;
        l1_2 = (opcode[4] && (value_n2 <= value_n3)) ? value_n3 : value_n2;
        l1_3 = (opcode[4] && (value_n2 <= value_n3)) ? value_n2 : value_n3;
        l1_4 = (opcode[4] && (value_n4 <= value_n5)) ? value_n5 : value_n4;
        l1_5 = (opcode[4] && (value_n4 <= value_n5)) ? value_n4 : value_n5;
        l2_0 = (opcode[4] && (l1_0 < l1_2)) ? l1_2 : l1_0;
        l2_2 = (opcode[4] && (l1_0 < l1_2)) ? l1_0 : l1_2;
        l2_4 = l1_4;
        l2_3 = (opcode[4] && (l1_3 < l1_5)) ? l1_5 : l1_3;
        l2_5 = (opcode[4] && (l1_3 < l1_5)) ? l1_3 : l1_5;
        l2_1 = l1_1;
        l3_0 = (opcode[4] && (l2_0 < l2_4)) ? l2_4 : l2_0;
        l3_4 = (opcode[4] && (l2_0 < l2_4)) ? l2_0 : l2_4;
        l3_2 = l2_2;
        l3_1 = (opcode[4] && (l2_1 < l2_5)) ? l2_5 : l2_1;
        l3_5 = (opcode[4] && (l2_1 < l2_5)) ? l2_1 : l2_5;
        l3_3 = l2_3;
        l4_0 = l3_0;
        l4_1 = (opcode[4] && (l3_1 < l3_2)) ? l3_2 : l3_1;
        l4_2 = (opcode[4] && (l3_1 < l3_2)) ? l3_1 : l3_2;            
        l4_3 = (opcode[4] && (l3_3 < l3_4)) ? l3_4 : l3_3;
        l4_4 = (opcode[4] && (l3_3 < l3_4)) ? l3_3 : l3_4;
        l4_5 = l3_5;
        l5_0 = l4_0;
        l5_1 = (opcode[4] && (l4_1 < l4_3)) ? l4_3 : l4_1;
        l5_3 = (opcode[4] && (l4_1 < l4_3)) ? l4_1 : l4_3;
        l5_2 = (opcode[4] && (l4_2 < l4_4)) ? l4_4 : l4_2;            
        l5_4 = (opcode[4] && (l4_2 < l4_4)) ? l4_2 : l4_4;
        l5_5 = l4_5;
        l6_0 = l5_0;
        l6_1 = l5_1;
        l6_2 = (opcode[4] && (l5_2 < l5_3)) ? l5_3 : l5_2;
        l6_3 = (opcode[4] && (l5_2 < l5_3)) ? l5_2 : l5_3;
        l6_4 = l5_4;
        l6_5 = l5_5;
        n0 = (opcode[3])? l6_5 : l6_0;
        n1 = (opcode[3])? l6_4 : l6_1;
        n2 = (opcode[3])? l6_3 : l6_2;
        n3 = (opcode[3])? l6_2 : l6_3;
        n4 = (opcode[3])? l6_1 : l6_4;
        n5 = (opcode[3])? l6_0 : l6_5;
        avg = (value_n1 + value_n3 + value_n2 + value_n4 + value_n0 + value_n5) / 6;
        sum = (value_n0 >= avg) + (value_n1 >= avg) + (value_n2 >= avg) + (value_n3 >= avg) + (value_n4 >= avg) + (value_n5 >= avg);
        t1 = l6_0 + l6_5;
        t2 = (n3 * n4) / 2;
        t3 = n0 + (n2 * 2);
        t4 = n1 & n2;
        t5 = ~n0;
        t6 = n3 ^ n4;
        t7 = n1 << 1;
        case (opcode[2:0])
            3'b000:  out_n = sum;
            3'b001:  out_n = t1;
            3'b010:  out_n = t2;
            3'b011:  out_n = t3;
            3'b100:  out_n = t4;
            3'b101:  out_n = t5;
            3'b110:  out_n = t6;
            3'b111:  out_n = t7;
            default: out_n = 0;
        endcase
    end
endmodule
module register_file (
    address,
    value
);
    input [3:0] address;
    output logic [4:0] value;
    always_comb begin
        case (address)
            4'b0000: value = 5'd9;
            4'b0001: value = 5'd27;
            4'b0010: value = 5'd30;
            4'b0011: value = 5'd3;
            4'b0100: value = 5'd11;
            4'b0101: value = 5'd8;
            4'b0110: value = 5'd26;
            4'b0111: value = 5'd17;
            4'b1000: value = 5'd3;
            4'b1001: value = 5'd12;
            4'b1010: value = 5'd1;
            4'b1011: value = 5'd10;
            4'b1100: value = 5'd15;
            4'b1101: value = 5'd5;
            4'b1110: value = 5'd23;
            4'b1111: value = 5'd20;
            default: value = 0;
        endcase
    end
endmodule
</file>
==> flow_metrics.tcl <==
# implementation run metrics
set metrics [dict create \
    pre_cts_ws_ns 4.80 \
    antenna_found_initial 0 \
    cap_viol_max_count 0 \
    grt_start_max_net_pins 23 \
    seq_cells 0 \
    clock.fmax_mhz 32.5 \
    wl_mm 18.2 \
    finalWorstPathRequiredPeriod_ns 30.77 \
    dp.cells 1119 \
    cp_data_required_time_ns 28.32 \
    timing.final.ws_setup_ns 4.63 \
    ios 38 \
    place.gp.congestion 0.914 \
    drtPass1Iterations 5 \
    dieHeight_um 123 \
    final_util 0.556 \
    syn_area_sq_um 7310 \
    synth_top_area_share 0.267 \
    post-synth-top-area-cell "sky130_fd_sc_hd__ha_1" \
    warnings 68 \
    worst-setup-path-type "primary input to primary output" \
    via_count 6363 \
    worst-slew-pin-transition_ns 0.836 \
    slew_limit_headroom 0.437 \
    data_arrival_time_of_the_worst_path_ns 23.69 \
    placeableCoreArea_sq_um 14100 \
    worst-path-max-fanout 17 \
    ant_nets 0 \
    hpwlAfterDp_mm 15.8 \
    hold_start "opcode[3]" \
    avgViaCountPerCell 5.69 \
    holdPathStages 6 \
    rows 43 \
    cpPeakStageDelay_ns 0.67 \
    top_cells_by_area "sky130_fd_sc_hd__ha_1 (27%), sky130_fd_sc_hd__mux2i_1 (9.6%), sky130_fd_sc_hd__fa_1 (9.0%), sky130_fd_sc_hd__inv_1 (6.2%), sky130_fd_sc_hd__a21oi_1 (4.0%)" \
    num-clock-buffers 0 \
    die-area_sq_um 15100 \
    timing.hold.worst.class "primary input to primary output" \
    lay_top_cells "sky130_fd_sc_hd__ha_1 (156), sky130_fd_sc_hd__inv_1 (121), sky130_fd_sc_hd__nand2_1 (73)" \
    critPathLaunchType "primary input" \
    finalSetupTns_ns 0 \
    finalHoldViolations 0 \
    layout-drive-gt1-share 0.0692 \
    holdPathEnd "out_n[1]" \
    drc_errors 0 \
    grt_first_pass_wirelength_mm 29.5 \
    post_cts_resize_count 0 \
    detail_route.wl_per_cell_um 16.3 \
    synth-area-yosys_sq_um 7310 \
    synth_cell_types 75 \
    floorplan.core_util 0.519 \
    synth-cells-yosys 922 \
    run_status "complete, no violations" \
    die-width_um 123 \
    drv_slew 0 \
    area_growth_syn_to_layout_pct 7.12 \
    critPathSlowestCell "sky130_fd_sc_hd__o21ai_0" \
    number_of_input_and_output_port_buffers_inserted 38 \
    finalClockPeriodUsage 0.869 \
    endpoint_kind "primary output" \
    yosysWarningCount 2 \
    diodes 0 \
    via_count_of_the_first_global_routing_pass 5788 \
    syn-instance-count 922 \
    grt_remaining_overflow 0 \
    rsz0062_at_grt "false" \
    startpoint "in_n1[0]" \
    holdWs_ns 15.54 \
    cpMostUsedCell "sky130_fd_sc_hd__ha_1" \
    cts_setup_buffers 0 \
    register_area_sq_um 0 \
    syn_area_per_cell_sq_um 7.93 \
    finish.cell_count_without_fillers 1119 \
    synth_seq_share 0 \
    cts.hold.buffers_added 0 \
    grtUsageTotal 0.258 \
    drt_first_iter_violations 384 \
    final-setup-viol-count 0 \
    final_common_cell "sky130_fd_sc_hd__ha_1" \
]
[per-stage QoR]
step	instance area [sq um]
global route	7830
floorplan	7310
global placement	7830
detailed placement	7830
finish	7830
CTS	7830
[cell usage after synthesis (8+ instances only)]
| cell | n |
|---|---|
| sky130_fd_sc_hd__nand2_1 | 73 |
| sky130_fd_sc_hd__clkbuf_1 | 16 |
| sky130_fd_sc_hd__nand3_1 | 10 |
| sky130_fd_sc_hd__nor2b_1 | 16 |
| sky130_fd_sc_hd__a211o_1 | 8 |
| sky130_fd_sc_hd__o21ai_0 | 57 |
| sky130_fd_sc_hd__a21oi_1 | 59 |
| sky130_fd_sc_hd__and2_1 | 13 |
| sky130_fd_sc_hd__xnor2_1 | 11 |
| sky130_fd_sc_hd__ha_1 | 156 |
| sky130_fd_sc_hd__mux4_2 | 13 |
| sky130_fd_sc_hd__inv_1 | 121 |
| sky130_fd_sc_hd__mux2i_1 | 70 |
| sky130_fd_sc_hd__a21o_1 | 24 |
| sky130_fd_sc_hd__nor2_1 | 58 |
| sky130_fd_sc_hd__mux2_2 | 16 |
| sky130_fd_sc_hd__nand2b_1 | 27 |
| sky130_fd_sc_hd__fa_1 | 33 |
[layer usage]
layer	global-route usage	vias to the layer above	part of all wire
met5	0	-	0
met4	0.00991	0	0.0050
met3	0.0410	6	0.063
met2	0.376	153	0.41
met1	0.423	2908	0.52
li1	-	3296	-
[worst max-delay path, delay by kind of cell]
family	cells	cell delay [ns]
AOI/OAI and AO/OA	24	7.00
xor gates and xnor gates	2	0.37
adders and majority gates	11	4.11
buffers and inverters	10	1.98
muxes	4	1.53
and+or+nand+nor	10	1.60
[area by class of cell]
class	instances	area, sq um
well taps	180	225
fillers	1260	6260
inverters	126	473
multi-input cells	769	6710
repair buffers	44	425
[how the worst max path moves through the flow]
stage / slack, ns / cells past startpoint / to
after global routing: 3.24 / 61 / out_n[8]
final: 4.63 / 61 / out_n[8]
after CTS: 4.75 / 61 / out_n[8]
[logic make-up after synthesis]
kind of cell,share of synthesized area
compound gates,0.218
xor+xnor,0.0253
fa+ha+maj,0.357
buf+inv,0.0825
mux,0.169
simple gates,0.148
